$ cat ./run.sh
#!/bin/bash
# OpenROAD 26Q1-2900-gdf79404cd8, Yosys 0.63+post, stock flow scripts
make -C /OpenROAD-flow-scripts/flow DESIGN_CONFIG=/design/flow/config.mk WORK_HOME=/design/flow/orfs finish
$ cat ./config.mk
export PLATFORM = sky130hd
export DESIGN_NAME = pattern_1010
export DESIGN_NICKNAME = pattern_1010
export VERILOG_FILES = /design/flow/design.v
export SDC_FILE = /design/flow/constraint.sdc
export NUM_CORES = 4
export LEC_CHECK = 1
export CORE_AREA = 10 10 70 70
export DIE_AREA = 0 0 80 80
$ cat ./constraint.sdc
current_design pattern_1010

set clk_period 1.2
set clk_io_pct 0.2

create_clock -name clk0 -period $clk_period [get_ports {clk}]

set non_clock_inputs [all_inputs -no_clocks]
set_input_delay [expr $clk_period * $clk_io_pct] -clock clk0 $non_clock_inputs
set_output_delay [expr $clk_period * $clk_io_pct] -clock clk0 [all_outputs]
$ cat ./design.v
module pattern_1010 (
    input in, 
    input clk, 
    input reset, 
    output  q
);
    parameter s0 = 3'b000, 
              s1 = 3'b001, 
              s2 = 3'b010, 
              s3 = 3'b011, 
              s4 = 3'b100;
    reg [2:0] cs, ns;  
    always @(posedge clk or posedge reset) begin
        if (reset)
            cs <= s0;  
        else
            cs <= ns;  
    end
    always @(*) begin
        case (cs)
            s0: ns = (in) ? s1 : s0;
            s1: ns = (in) ? s1 : s2;
            s2: ns = (in) ? s3 : s0;
            s3: ns = (in) ? s1 : s4;
            s4: ns = (in) ? s3 : s0;
            default: ns = s0;
        endcase
    end
  assign q = (cs == s4) ? 1:0;
endmodule
==> notes.md <==
run results: Inst Count DP=61, IO buf count=3, DRC=0, synthesized cell area=167.7 um2, flops & latches, synth=5, Worst Path Arrival=0.84 ns, YS warnings=1, # IOs=4, Die X=80 um, post-route ant nets=0, GRT Overall Usage=1.415%, Slew Limit Headroom=87.85%, Overall Power=slightly above 400 uW, Worst-path clk slew=0.05 ns, CTS Buffer Depth=2, Worst EP required=0.96 ns, clk root buf=clkbuf_4, vias=111, Post-synth seq share=75.37%, final period utilization=90.20%, GRT overflow=0, CP startpoint kind=flip-flop, CTS tree=done, via-per-instance ratio=1.682, max reg flops=5, Top reg by flops=cs, total clock sinks=5, RSZ-0062 raised after global routing=false, first-pass GRT wire length=614 um, status=finished, final reports clean, Worst Tran Pin Value=around 0.18 ns, vias in the first global route=about 140, Setup WS pre-CTS=0.1302 ns, biggest regs=cs x5, Initial Utilization=4.908%, leak pwr=~0.00012 uW, top cell family by delay on the critical path=flip-flops, Worst Path Buf+Inv=1, core area=3416 um2, CP Class=reg -> out, H-tree Lvls=1, Worst Skew=0.005035 ns, Setup crit end kind=primary output, wirelength, routed=331 um, Cell Pwr Density=1420 nW/um2, max-slew violation count=0, Post-Synthesis Cells=12, area grow syn2layout=71.64%, highest clock rate=923.9 MHz, Final Critical Period=1.082 ns, wire per inst=5.015 um, final setup TNS=0 ns, ANT cells=0, tool warnings=25, Post-Layout Cell Count=66, number of max-cap violations=0, share of cells above drive strength 1=about a quarter, Final Setup Violations=0, Clk Latency, worst-skew pair=0.24 ns, hold_buf cts=0, largest net degree at the start of global routing=6, Worst Path Max Fanout=2, initial antenna violation count=0, DR pass1 iterations=1, Final Hold Viols=0, die height=80 um, HP Class=in -> async, CTS Buf Count=3, CP max stage cell=dfrtp_1, Cell Type Count=8, Die Size=between 6000 and 7000 um2, Max stage delay on crit path=approximately 0.36 ns, Placer Congestion=0.6856, Avg Synthesized Cell Area=around 14 um2, row count=21, post-synthesis cell count from yosys=12, First DRT Iteration DRCs=0, area reported by Yosys stat=167.7 um2, slack of the critical path=between 0.1 and 0.15 ns, CP Cell Sequence=dlygate4sd2_1, Worst VDD drop=0.0001944 V
## routing by layer
layer  wire length, um  GRT usage (%)
met1               153          1.337
met2                96          1.204
met3                81          2.727
met4                 0         0.3521
met5                 0              0
## cells by family (layout without fill, tap and decap cells)
kind of cell | Yosys count | count (layout) | synth area share, %
simple gates | 4 | 4 | 12.68
flops | 5 | 5 | 75.38
compound gates | 2 | 2 | 9.704
buf+inv | 1 | 9 | 2.237
## through the flow
step,hold WS [ns],util (%),area (um2)
floorplan,0.01779,-,167.7
global placement,0.4411,7.473,255.2
detailed placement,0.4478,7.473,255.2
CTS,0.1905,8.425,287.8
global route,0.2132,8.425,287.8
finish,0.1941,8.425,287.8
## worst reg2reg max path, delay by kind of cell (launching register included)
kind	cells	cell delay (ns)
buf+inv	1	0.13
flops	1	0.36
simple gates	2	0.23
## cell usage after synthesis, drive strengths merged
cell   n  area share, %
o31a   1            5.2
dfstp  1             16
nor2b  2            7.5
inv    1            2.2
nor2   1            2.2
o21a   1            4.5
nor3   1            3.0
dfrtp  4             60
## power by group
| part | leakage [uW] | internal, uW | total (uW) | switching (uW) |
|---|---|---|---|---|
| registers | 0.0000657 | 183 | 189 | 5.61 |
| clock network | 0.0000150 | 126 | 194 | 68.0 |
| logic | 0.0000392 | 15.8 | 26.5 | 10.7 |
## path summary, 6_finish.rpt
kind / from / end / slack, ns / depth (start not counted)
min reg2reg: cs[3] / cs[3] / 0.48 / 1
max reg2reg: cs[1] / cs[0] / 0.39 / 3
max in group asynchronous: reset / cs[0] / 0.76 / 2
min in group clk0: cs[3] / cs[3] / 0.48 / 1
max: cs[1] / q / 0.12 / 1
min: reset / cs[1] / 0.19 / 2
## final cells by class
cell class,instances,area (um2)
fillers,399,3128
flip-flops and latches,5,126.4
well taps,46,57.56
multi-input cells,6,37.54
repair buffers,4,36.28
clock buffers,4,26.28
inverters,1,3.754
## cell usage in the layout, fill, tap and decap left out
cell	netlist	routed
clkdlybuf4s50_1	0	2
buf_4	0	1
o21a_1	1	1
nor3_1	1	1
clkbuf_4	0	3
dlygate4sd2_1	0	1
nor2b_1	2	2
dfrtp_1	4	4
o31a_1	1	1
dfstp_2	1	1
clkbuf_1	0	1
nor2_1	1	1
inv_1	1	1
## repair_timing
item | in CTS | in global routing
gates resized | 1 | 0
buffers inserted | 1 | 0
endpoints found under the setup margin | 1 | 0
Power is estimated from default activity; no workload was simulated.
