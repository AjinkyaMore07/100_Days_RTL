$ cat flow/design.v
module updown #(parameter width = 4)(
  input clk,
  input reset,
  input mode,
  input load,
  input [width-1:0] in,
  output reg [width-1:0] out
);
  always @(posedge clk or posedge reset) begin
    if (reset)
      out <= 0;
    else if (load)
      out <= in;
    else begin
      if (mode)
        out <= out + 1;
      else
        out <= out - 1;
    end
  end
endmodule
$ cat flow/run.sh
#!/bin/bash
# OpenROAD 26Q1-2900-gdf79404cd8, Yosys 0.63+post, stock flow scripts
make -C /OpenROAD-flow-scripts/flow DESIGN_CONFIG=/design/flow/config.mk WORK_HOME=/design/flow/orfs finish
$ cat flow/config.mk
export PLATFORM = sky130hd
export DESIGN_NAME = updown
export DESIGN_NICKNAME = updown
export VERILOG_FILES = /design/flow/design.v
export SDC_FILE = /design/flow/constraint.sdc
export NUM_CORES = 4
export LEC_CHECK = 1
export CORE_AREA = 10 10 70 70
export DIE_AREA = 0 0 80 80
$ cat flow/constraint.sdc
current_design updown

set clk_period 1.5
set clk_io_pct 0.2

create_clock -name clk0 -period $clk_period [get_ports {clk}]

set non_clock_inputs [all_inputs -no_clocks]
set_input_delay [expr $clk_period * $clk_io_pct] -clock clk0 $non_clock_inputs
set_output_delay [expr $clk_period * $clk_io_pct] -clock clk0 [all_outputs]
==> impl_metrics.tcl <==
# metrics dict for downstream scripts
set metrics [dict create \
    reg2reg_from "out[0]" \
    most_common_cell "dfrtp_1" \
    ir_drop_uv 152 \
    clk_pin_slew_worst_paths_ns 0.04 \
    clk_path_buf_depth 2 \
    switching_share_pct 26.2 \
    antenna_found_initial 0 \
    numCtsBuffers 3 \
    htreeDepth 1 \
    max-cap-violations 0 \
    regMostFlops "out" \
    critical_path.cell_chain "clkdlybuf4s50_1" \
    dieWidth_um 80 \
    flop_cell "dfrtp_1" \
    ys_chip_area_sq_um 238 \
    placed_area_sq_um 428 \
    top_area_cell "dfrtp_1" \
    wl_per_cell_um 7.56 \
    p_per_area_nw_per_um2 984 \
    ys_cells 22 \
    adder_share_pct 18.9 \
    critPathArrivalTime_ns 1.13 \
    finalClockPeriodUsage_pct 95.1 \
    comb_power_share_pct 39.9 \
    yosysUniqueCellTypes 14 \
    power.switching_mw 0.123 \
    finalSetupViolCount 0 \
    cpLargestDelayFamily "buffers and inverters" \
    simple_gate_share_pct 10.5 \
    hold_class "in2async" \
    ys.flops 4 \
    postSynthAreaPerCell_sq_um 10.8 \
    max_stage_delay_ns 0.49 \
    drt_iter0_markers 0 \
    fp_util_pct 6.96 \
    top_level_ports 12 \
    finalPower_mw 0.469 \
    worstSetupPathType "reg2out" \
    p_leak_nw 0.188 \
    yosys.area_share.xor_xnor_pct 7.37 \
    crit_path_end_kind "primary output" \
    crit_buf_inv 1 \
    largest_reg_flops 4 \
    critical_path_depth 1 \
    drt_pass1_iterations 1 \
    max_freq_ghz 0.701 \
    cts_root_buf "clkbuf_4" \
    area_delta_synth_final_pct 101 \
    clk_latency_ns 0.23 \
    cts_hold_buf 0 \
    async_flop_share_pct 100 \
    skew_ns 0.00413 \
    yosysWarningCount 1 \
    grt_pass1_vias 248 \
    vias 226 \
    timing.final.ws_setup_ns 0.0730 \
    slew_violations 0 \
    grt_pass1_wl_mm 1.00 \
    die-height_um 80 \
    cp_slowest_cell "clkdlybuf4s50_1" \
    pwr-share-clk_pct 27.8 \
    tightestPinTransition_ns 0.265 \
    hpwlAfterDp_um 553 \
    grt.total_usage_pct 1.88 \
    fp.coreArea_sq_um 3420 \
    compound_area_share_pct 13.2 \
    synth_top_area_share_pct 42.1 \
    gp_congestion 0.734 \
    cp_max_fo 4 \
    synth-edff-count 0 \
    p_int_mw 0.346 \
    diodes 0 \
    ys_seq_share_pct 42.1 \
    slew-limit-headroom_pct 82.2 \
    grt_overflow 0 \
    dp_slack_ns -0.384 \
    stdcell_area_sq_um 477 \
    syn-cell-area_sq_um 238 \
    outcome "finished clean" \
    routed_wirelength_um 643 \
    drt-vias-per-instance 2.66 \
    portBuffers 11 \
    top_regs "out x4" \
    drc_errors 0 \
    rr_worst_depth 2 \
    muxShareOfSynthArea_pct 4.74 \
    synth.area.top_cells "dfrtp_1, ha_1, fa_1, nor2b_1, mux2_2" \
    ant_nets 0 \
    cp.required_ns 1.20 \
    seqPwrFrac_pct 32.3 \
    logic_family "adder cells" \
    die-area_sq_um 6400 \
    crit_start "out[0]" \
    drive_gt1_share_pct 25.6 \
    synthCells 22 \
    rsz0062_at_grt "false" \
    grt_max_degree 6 \
    cp-start-kind "flop" \
    post-cts-setup-buffers 0 \
    rows 21 \
    hold_violations 0 \
    cts_tree "done" \
    tool_warnings 25 \
    cts_sinks 4 \
    period_minus_slack_ns 1.43 \
]
==> layout by cell type (no fill, tap or decap), drive strengths merged <==
cell type / count
clkdlybuf4s50: 10
dfrtp: 4
clkbuf: 3
buf: 3
nand2: 2
o21ai: 2
nor2b: 2
inv: 2
ha: 2
xnor2: 1
mux2: 1
nand3: 1
a21oi: 1
xor2: 1
a211oi: 1
a311oi: 1
fa: 1
dlymetal6s2s: 1
==> timing repair <==
item	CTS	global route
pin swaps	1	1
resized	3	2
endpoints found under the setup margin	1	2
==> stage by stage <==
stage	hold slack, ns	std cells	setup TNS (ns)	utilization [%]
final	0.245	85	0	14.0
after CTS	0.242	85	0	13.7
after floorplan	0.0661	22	0	-
after global placement	0.498	82	-0.776	12.5
after global routing	0.257	85	0	14.0
after detailed placement	0.496	82	-0.803	12.5
==> final cells by class <==
cell class / instances / area, sq um
Fill cell: 387 / 2940
Multi-Input combinational cell: 16 / 154
Timing Repair Buffer: 14 / 135
Sequential cell: 4 / 100
Tap cell: 46 / 57.6
Clock buffer: 3 / 22.5
Inverter: 2 / 7.51
==> routing by layer <==
metal | global-route usage (%) | part of all wire, % | vias up
met2 | 3.21 | 48 | 11
met5 | 0 | 0 | -
li1 | - | - | 111
met4 | 1.23 | 3.7 | 0
met1 | 1.87 | 39 | 100
met3 | 0.682 | 9.3 | 4
==> final timing paths <==
check                               to  slack (ns)
worst max-delay path            out[0]        0.07
worst min-delay path            out[0]        0.25
worst max register to register  out[1]        0.23
worst min register to register  out[0]        0.55
max in group asynchronous       out[1]        1.10
min in group clk0               out[0]        0.55
==> kinds of logic after synthesis <==
group	after synthesis
adders and majority gates	3
buffers and inverters	2
and+or+nand+nor	5
xor gates and xnor gates	2
AOI/OAI and AO/OA	5
DFF	4
muxes	1
==> power by group through the flow <==
| stage | Clock [mW] | Combinational, mW | Sequential [mW] |
|---|---|---|---|
| 4_1_cts | 0.139 | 0.176 | 0.152 |
| 5_1_grt | 0.143 | 0.210 | 0.156 |
| 6_report | 0.130 | 0.187 | 0.151 |
Power and IR drop assume default switching activity.
